===== /design/flow/run.sh =====
#!/bin/bash
# OpenROAD 26Q1-2900-gdf79404cd8, Yosys 0.63+post, stock flow scripts
make -C /OpenROAD-flow-scripts/flow DESIGN_CONFIG=/design/flow/config.mk WORK_HOME=/design/flow/orfs finish

===== /design/flow/config.mk =====
export PLATFORM = sky130hd
export DESIGN_NAME = APB_master
export DESIGN_NICKNAME = APB_master
export VERILOG_FILES = /design/flow/design.v
export SDC_FILE = /design/flow/constraint.sdc
export NUM_CORES = 4
export LEC_CHECK = 1
export CORE_UTILIZATION = 30

===== /design/flow/constraint.sdc =====
current_design APB_master

set clk_period 1.4
set clk_io_pct 0.2

create_clock -name clk0 -period $clk_period [get_ports {PCLK}]
create_clock -name clk1 -period $clk_period [get_ports {PREADY}]

set non_clock_inputs [all_inputs -no_clocks]
set_input_delay [expr $clk_period * $clk_io_pct] -clock clk0 $non_clock_inputs
set_output_delay [expr $clk_period * $clk_io_pct] -clock clk0 [all_outputs]

===== /design/flow/design.v =====
module APB_master
(
    input wire PCLK,                     
    input wire PWRITE_MASTER,            
    output reg PSEL = 0,                 
    input wire [31:0] PADDR_MASTER,      
    input wire [31:0] PWDATA_MASTER,     
    output reg [31:0] PRDATA_MASTER = 0, 
    output reg PENABLE = 0,              
    input wire PRESET,                   
    input wire PREADY,                   
    output reg [31:0] PADDR = 0,         
    output reg [31:0] PWDATA = 0,        
    input  wire [31:0] PRDATA,           
    output reg PWRITE = 0                
);
function void apb_write(input  [31:0] inp_addr, input  [31:0] inp_data);  
begin
  PADDR = inp_addr;    
  PWDATA = inp_data;   
  PWRITE = 1'd1;       
  PSEL = 1'd1;         
  PENABLE = 1'd1;      
  if(PREADY)
   begin
     PSEL = !PSEL;         
     PENABLE = !PENABLE;  
   end
end
endfunction
function void apb_read(input [31:0] inp_addr);  
begin
  if(!PREADY)
  begin
    PADDR = inp_addr;  
    PWRITE = 1'd0;
    PSEL = 1'd1;
    PENABLE = 1'd1;
  end
  else if(PREADY)
   begin
     PSEL = !PSEL;
     PENABLE = !PENABLE;
   end
end
endfunction
always @(posedge PCLK) 
begin
    if(PRESET)  
    begin
      PADDR <= 32'b0;
      PWDATA <= 32'b0;
      PWRITE <= 1'b0;
      PSEL <= 1'b0;
      PENABLE <= 1'b0;
      PRDATA_MASTER <= 1'b0;
    end
    else if (!PWRITE_MASTER)  
     begin
        apb_read(PADDR_MASTER);  
     end
    else if (PWRITE_MASTER)  
     begin
        apb_write(PADDR_MASTER, PWDATA_MASTER);
     end
  end
always @(posedge PREADY)  
begin
  if (!PWRITE_MASTER)      
    begin
     PRDATA_MASTER <=PRDATA;  
    end
end
endmodule

==> results.yml <==
# flow metrics
status:
  outcome: "finished clean"
floorplan:
  fp_util: 0.314
  die_y_um: 104
  chipArea_um2: 10800
  boundaryPins: 199
  rows: 36
  die_x_um: 104
  core_area_um2: 9910
worst_setup_path:
  cp_common_cell: "clkbuf_8"
  cp.arrival_ns: 1.62
  critPathTopFamily: "buffers and inverters"
  critical_path_buf_inv_count: 4
  crit_path_end_kind: "register"
  cpPeakStageDelay_ns: 0.18
  crit_fanout: 9
  path_cells: "clkbuf_8, clkbuf_8, and2b_4, clkbuf_8, clkbuf_8, o21ai_1"
  regToRegSetupSlack_ns: 0.78
  crit_path_start_kind: "clock port"
  worstPathRequired_ns: 1.66
  crit_start: "PREADY"
  crit_type: "clock port to register"
  cp_slowest_cell: "clkbuf_8"
  r2r_start: "PWDATA[1]$_SDFFE_PP0P_"
hold_path:
  min-delay-start: "PREADY"
  worstHoldPathType: "clock port to register"
clock_tree:
  clkTransAtPathRegs_ns: 0.07
  cts_hold_buf: 0
  post_cts_buffers: 0
  cts_tree: "done"
final_timing:
  tns_ns: 0
  slew_violations: 0
  setup_viol: 0
  finalClockSkew_ns: 0
  rsz0062_at_grt: "false"
  hold_violations: 0
  whs_ns: 0.139
synthesis:
  synth.top_cell.area_share: 0.431
  ys_seq_share: 0.431
  ys.warnings.count: 65
  synthCells: 291
  ys_cells: 291
  synth_area_um2: 3110
  syn_avg_cell_area_um2: 10.7
  yosysUniqueCellTypes: 16
  yosys.area.top_type: "dfxtp_1"
  synth-seq-cells: 67
  yosys_area_um2: 3110
  top_cells_by_area: "dfxtp_1, nand4bb_1, mux2i_1, o21ai_2, buf_4"
grt:
  grtUsageMet2: 0.150
  met3_usage: 0.105
  grt_pass1_vias: 2756
  grt_start_max_net_pins: 60
  busiest_layer: "met1"
  grt_pass1_wl_um: 11500
  grtUsageMet1: 0.161
  antenna_found_initial: 0
  grt_usage: 0.135
  grt_overflow: 0
cells_and_area:
  area_delta_synth_final_pct: 52.7
  seq_area_um2: 1430
  combGateArea_um2: 1440
  fillers: 905
  drive_gt1_frac: 0.306
drt:
  drt-total-wl_um: 7200
  via_per_inst: 4.30
  drt-pass1-iter-count: 4
  post_drt_wl_per_cell_um: 12.7
  drc: 0
  vias: 2437
  antenna_cells: 0
  antenna_left: 0
  drt_iter0_markers: 44
run:
  warnings: 128
  max_cap_viol_count: 0
power:
  p_per_area_nw_per_um2: 1390
  ir_drop_uv: 610
  cellLeakagePower_nw: 2.21
placement:
  dpl.hpwl_um: 4380
  gp_congestion: 0.779
  port_buffers: 133
## path summary, 6_finish.rpt
kind	end	depth (start not counted)
worst max-delay path	PADDR[21]$_SDFFE_PP0P_	6
worst min-delay path	PENABLE$_SDFF_PP0_	4
worst max register to register	PWDATA[1]$_SDFFE_PP0P_	2
worst min register to register	PWDATA[20]$_SDFFE_PP0P_	2
## metal layers
metal / wire length, um / up-vias
met5: 0 / -
met4: 265 / 0
met3: 792 / 24
met2: 2850 / 146
met1: 3290 / 1058
li1: - / 1209
## cell type report
class | instances | share of cell area
clock buffer | 19 | 0.0551
clock inverter | 12 | 0.0287
multi-input combinational | 199 | 0.302
sequential | 67 | 0.300
tap | 133 | 0.0350
timing repair buffer | 137 | 0.279
## per-stage QoR
stage / util / std cells / area [um^2] / worst slack, ns / power, mW
after detailed placement: 0.437 / 536 / 4330 / 0.154 / 3.89
after global routing: 0.479 / 567 / 4750 / 0.00390 / 7.09
final: 0.479 / 567 / 4750 / 0.0377 / 6.60
after global placement: 0.437 / 536 / 4330 / 0.157 / 3.89
after CTS: 0.478 / 567 / 4740 / 0.00130 / 6.83
after floorplan: - / 322 / 3230 / 0.196 / 3.55
## flip-flops by register name (all words and copies together) (netlist names)
name	cells
PADDR	32
PENABLE	1
PSEL	1
PWDATA	32
PWRITE	1
## where the power goes
| part | leakage, nW | internal, mW | switching (mW) |
|---|---|---|---|
| clock network | 0.387 | 1.79 | 1.65 |
| registers | 0.577 | 2.29 | 0.144 |
| logic | 1.25 | 0.531 | 0.199 |
## kinds of logic after synthesis
logic type	share of synthesized area
AND-OR/OR-AND	0.0942
flip-flops	0.431
other	0.00121
multiplexers	0.103
buffers and inverters	0.144
AND/OR/NAND/NOR	0.226
## cells in the mapped netlist
cell,instances
o21ai_2,30
a21oi_1,1
nand4bb_1,32
clkbuf_1,6
o21a_1,2
nor2_1,35
dfxtp_1,67
buf_6,1
conb_1,1
mux2i_1,32
nand2b_1,32
and2b_4,1
buf_12,6
o21ai_1,2
buf_2,11
buf_4,32
## cell usage in the layout, fill, tap and decap left out
cell,count
clkinv_4,1
buf_2,2
dlygate4sd2_1,62
dfxtp_2,67
nand4bb_1,32
o21ai_1,2
dlymetal6s2s_1,5
inv_1,2
a21oi_1,1
clkbuf_8,19
buf_4,1
buf_12,3
clkinvlp_2,1
nor2_1,35
nand2b_1,32
mux2i_1,32
inv_12,1
clkinvlp_4,1
inv_6,3
conb_1,32
and2b_4,1
bufinv_16,2
o21a_1,2
clkdlybuf4s50_1,64
clkinv_2,1
o21ai_2,30
## what timing repair did
item	in CTS	in global routing
setup endpoints to repair	67	5
endpoints found under the hold margin	0	0
cloned	0	0
resized	129	5
## worst reg2reg max path, cell delays in order, from the launching register on
cell and delay (ns):
dfxtp_2 0.32, mux2i_1 0.13, nor2_1 0.06
Power is estimated from default activity; no workload was simulated.
